## ./config.mk

```make
export PLATFORM = sky130hd
export DESIGN_NAME = display_module
export DESIGN_NICKNAME = display_module
export VERILOG_FILES = /design/flow/design.v
export SDC_FILE = /design/flow/constraint.sdc
export NUM_CORES = 4
export LEC_CHECK = 1
export CORE_UTILIZATION = 30
```

## ./constraint.sdc

```tcl
current_design display_module

set clk_period 12.1
set clk_io_pct 0.2

create_clock -name clk0 -period $clk_period [get_ports {clk}]

set non_clock_inputs [all_inputs -no_clocks]
set_input_delay [expr $clk_period * $clk_io_pct] -clock clk0 $non_clock_inputs
set_output_delay [expr $clk_period * $clk_io_pct] -clock clk0 [all_outputs]
```

## ./design.v

```verilog
module display_module (
	input clk,  
	input en,  
  	input [6:0] b1,b2,b3,b4,  
  	output o1,o2,o3,o4,
  	output [0:6] bcd
);
	reg o1,o2,o3,o4;
	reg [0:6] bcd;
	reg [63:0] display_count; 
	always @(posedge clk)
	begin
		if(en==1)
		begin
			display_count=display_count+1;
			if(display_count%131072<=30000)
			begin
				o1=1;
				o2=1;
				o3=1;
				o4=0;
				bcd=b4;
			end
			else if(display_count%131072>30000 & display_count%131072<=60000)
			begin
				o1=1;
				o2=1;
				o3=0;
				o4=1;
				bcd=b3;
			end
			else if(display_count%131072>60000 & display_count%131072<=90000 )
			begin
				o1=1;
				o2=0;
				o3=1;
				o4=1;
				bcd=b2;
			end
			else if(display_count%131072>90000 & display_count%131072<=120000 )
			begin
				o1=0;
				o2=1;
				o3=1;
				o4=1;
				bcd=b1;
			end
			else if(display_count==120000)
			begin
				display_count=0;
			end
		end
		else
		begin
			o1=1;
			o2=1;
			o3=1;
			o4=1;
		end
	end
endmodule
```

## ./run.sh

```bash
#!/bin/bash
# OpenROAD 26Q1-2900-gdf79404cd8, Yosys 0.63+post, stock flow scripts
make -C /OpenROAD-flow-scripts/flow DESIGN_CONFIG=/design/flow/config.mk WORK_HOME=/design/flow/orfs finish
```

==> run summary <==
Synth Cell Area: 5482 um2
Final cycle utilization of the critical path: 0.3685
Final antenna diode count: 0
Die Area: 18820 um2
Root Buffer: clkbuf_16
Main flop type: edfxtp_1
Number of enable flip-flop cells: 71
Synth area leader: edfxtp_1
Worst setup margin: 7641 ps
Distinct cell type count after synthesis: 66
CP endpoint kind: flop
Synth top area share: 0.3890
Per-cell routed wire length: 16.99 um
Worst slew pin tran: 801.7 ps
Critical Path Source: display_count[0]$_DFFE_PP_
Gr usage total: 0.1626
WS Path Type: flop to flop
Ys async rst share: 0
Top cells by area: edfxtp_1 (39%), xnor2_1 (5.8%), nand3_1 (4.2%)
Worst-case reg-to-reg path depth: 9
Gpl congestion: 0.9146
Worst R2R Setup Slack: 7640 ps
Gate count of the mapped netlist: 581
Setup Viol. Count Final: 0
CP arrival: 4530 ps
Max_cap viols: 0
Fp util: 0.3051
Share of cells above drive strength 1: 0.09950
Syn Area/Cell: 9.435 um2
Max IR drop VDD: 71.36 uV
Pre-antenna DRT Iters: 5
Initial antenna violation count: 0
Final Critical Period: 4459 ps
Max frequency: 224.3 MHz
WL final: 14.13 mm
CTS sink count: 75
Min-delay src: o4$_SDFFE_PN1P_
Post-DP HPWL: 10.33 mm
Dpl ws: 7723 ps
Dpl cell area: 6016 um2
Reg2Reg Launch Point: display_count[0]$_DFFE_PP_
Crit Path Max Fanout: 15
Register share after synthesis: 0.4036
Die height: 137.2 um
DRC Markers: 0
Synth Register Bits: 75
Clock buffers created by TritonCTS: 9
Req. time, crit path: 12170 ps
PortBufs: 40
Clock tree buffer depth: 2
Post-layout util: 0.3512
First-pass GRT wire length: 23.12 mm
Clk slew on worst S/H paths: 60 ps
Setup tns final: 0 ps
Initial DRC Count: 440
Rel. slew slack: 0.4614
CP endpoint: display_count[0]$_DFFE_PP_
Area grow syn2layout: 15.09%
Vias post-DR: 4660
Hold-fix buffers, CTS: 0
Vias in the first global route: 4448
Hold WC Path Type: flop to flop
CTS resizes: 0
Cell area after layout: 6309 um2
Clk Latency, worst-skew pair: 340 ps
Tool warning count: 25
R2r endpoint: display_count[0]$_DFFE_PP_
Count leader, synth: edfxtp_1
Vias per cell: 5.601
Final hold viol count: 0
Chip Area, Yosys: 5482 um2
Critical path launch point type: flop
CTS tree: built
Num ports: 41
Cell count in the Yosys report: 581
Core box area: 17960 um2
Outcome: completed
Die X: 137.2 um
Pleak: 0.001981 uW
Pwr dens: 107.8 nW/um2
Antenna-violating nets left: 0
RSZ-0062 raised after global routing: false
Hold-critical path depth: 2
Largest net degree at the start of global routing: 45
Post-synth top cells: edfxtp_1 (71), nand3_1 (46), nand2_1 (38)
YS warnings: 1
Site row count: 49
H-tree levels: 3
Clock Skew: 10.04 ps
Post-CTS Setup Inserts: 0
Total grt overflow: 0
Slew Viols, Final: 0
-- metal layers --
metal  up-vias  track usage  share of wire
met5         -            0              0
li1       2292            -              -
met3        18      0.04580          0.073
met4         0      0.03175          0.015
met1      2201       0.2396           0.46
met2       149       0.2449           0.45
-- per-stage QoR --
step                      power [uW]  hold slack (ps)  std cells
after floorplan                382.2            431.3        581
after global placement         415.3            494.3        816
after detailed placement       416.2            500.0        816
after CTS                      685.4            514.4        832
after global routing           707.8            555.3        832
final                          680.3            506.0        832
-- where the power goes --
group / switching, uW / leakage (uW) / internal (uW)
Combinational: 42.9 / 0.00112 / 40.2
Sequential: 24.9 / 0.000727 / 304
Clock: 109 / 0.000139 / 160
-- flip-flops by register name, summed over array words and instances, names as in the netlist --
| register | flops |
|---|---|
| bcd | 7 |
| o4 | 1 |
| display_count | 64 |
| o2 | 1 |
| o1 | 1 |
| o3 | 1 |
-- area by class of cell --
cell class                 instances  area, um2
tap                              229      286.5
clock buffer                      10      229.0
inverter                          17      63.81
sequential                        75       2212
clock inverter                     6      63.81
fill                            1755      11650
timing repair buffer              45      432.9
multi-input combinational        450       3020
-- cell usage in the layout (no fill, tap or decap), drive strengths merged, types with 10 or more instances in the layout --
cell / instances
nor3: 22
nand3: 48
o211ai: 13
nor4: 32
clkbuf: 10
o21ai: 12
a21oi: 15
and3: 18
xnor2: 36
nand4: 35
nor2: 30
or2: 14
inv: 18
nand2: 38
or4: 10
edfxtp: 71
xor2: 25
clkdlybuf4s50: 39
-- worst max-delay path, stage by stage, from the launching register on --
cell	delay (ps)
edfxtp_1	550
ha_1	390
nand3_1	530
nor3_1	480
mux2_2	420
or2_1	250
or4_1	430
or4b_4	540
nor4_4	450
a21oi_1	150
-- cell families (layout without fill, tap and decap cells) --
family,count (synthesis),count (layout),share of synthesized area
AOI/OAI and AO/OA,95,95,0.1258
buffers and inverters,56,78,0.04542
adders and majority gates,1,1,0.002282
and+or+nand+nor,287,287,0.3123
xor gates and xnor gates,61,61,0.09884
muxes,6,6,0.01187
DFF,75,75,0.4036
-- worst min path at each step --
| stage | slack [ps] | to |
|---|---|---|
| after CTS | 510 | o4$_SDFFE_PN1P_ |
| final | 510 | o4$_SDFFE_PN1P_ |
| after global routing | 560 | o2$_SDFFE_PP1P_ |
Power and IR drop assume default switching activity.
